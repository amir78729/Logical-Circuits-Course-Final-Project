==> ./run.sh <==
#!/bin/bash
# OpenROAD 26Q1-2900-gdf79404cd8, Yosys 0.63+post, stock flow scripts
make -C /OpenROAD-flow-scripts/flow DESIGN_CONFIG=/design/flow/config.mk WORK_HOME=/design/flow/orfs finish
==> ./config.mk <==
export PLATFORM = sky130hd
export DESIGN_NAME = ConfigurationUnit
export DESIGN_NICKNAME = ConfigurationUnit
export VERILOG_FILES = /design/flow/design.v
export SDC_FILE = /design/flow/constraint.sdc
export NUM_CORES = 4
export LEC_CHECK = 1
export CORE_AREA = 10 10 76 76
export DIE_AREA = 0 0 86 86
==> ./constraint.sdc <==
current_design ConfigurationUnit

set clk_period 2.0
set clk_io_pct 0.2

create_clock -name clk0 -period $clk_period [get_ports {clock}]

set non_clock_inputs [all_inputs -no_clocks]
set_input_delay [expr $clk_period * $clk_io_pct] -clock clk0 $non_clock_inputs
set_output_delay [expr $clk_period * $clk_io_pct] -clock clk0 [all_outputs]
==> ./design.v <==
`timescale 1ns / 1ps
`default_nettype none
module ConfigurationUnit(
        clock,
        request,
        confirm,
        key,
		  data,
        inputData,
        dataP,
        dataQ);
input clock;
input request;
input confirm;
input [7:0] inputData;
input [7:0] key;
input [7:0] data;
output [6:0] dataP;
output [6:0] dataQ;
wire writeRegP;
wire writeRegQ;
	Register7Bit RegisterP(
		.clock(clock),
	 	.enable(writeRegP),
	 	.din(inputData[6:0]),
	 	.dout(dataP));
	Register7Bit RegisterQ(
		.clock(clock),
	 	.enable(writeRegQ),
	 	.din(inputData[6:0]),
	 	.dout(dataQ));
	InformationController InformationControllerUnit(
		.clock(clock),
	 	.request(request),
	 	.confirm(confirm),
	 	.password(key),
	 	.user(inputData),
	 	.writeRegP(writeRegP),
	 	.writeRegQ(writeRegQ));
endmodule
`timescale 1ns / 1ps
`default_nettype none
module InformationController(
        clock,
        request,
	 	confirm,
	 	password,
	 	user,
	 	writeRegP,
	 	writeRegQ);
input clock;
input request;
input confirm;
input [7:0] password;
input [7:0] user;
output reg writeRegP;
output reg writeRegQ;
	parameter A = 3'b000, 
		B = 3'b100, 
		C = 3'b101, 
		D = 3'b110, 
		E = 3'b111; 
		reg [2:0] state = A;
		always @ (posedge clock or negedge request)
		if (~request) begin
				state = A;   
				$monitor ("State: \" REST \"( %b )", state);
			end
		else
			case(state)
				A: begin
						if (request) state = B;
						$monitor ("State: \" ACTIVE \"( %b )", state);
					end
				B:	begin
					if (confirm) begin
						if (user == password)begin
							state = C;
							$monitor ("State: \" REQUEST \"( %b )", state);
						end else begin
							state = E;
							$monitor ("State: \" TRAP \"( %b )", state);
						end
					end
				end
				C: begin
					state = D;
					$monitor ("State: \" SAVE \"( %b )", state);
				end
				D:	begin
						if (confirm)
						begin
							if (~user[7])begin
								writeRegP = 1'b1;
								writeRegQ = 1'b0;
							end
							else begin
								writeRegP = 1'b0;
								writeRegQ = 1'b1;
							end
							$monitor ("writeRegP: %b / writeRegQ: %b / ", writeRegP, writeRegQ);
						end
					end	
				E:;
			endcase
endmodule
`timescale 1ns / 1ps
`default_nettype none
module Register7Bit(
        clock,
        enable,
        din,
        dout);
input clock;
input enable;
input [6:0] din;
output [6:0] dout;
reg [6:0] data;
	always @(posedge clock) 
	begin : proc_data
		if(enable) begin
			data <= din;
		end
	end
	assign dout = data;
endmodule
==> results_slide.txt <==
Implementation Results

Synth
  – Netlist cell types: 13
  – Syn_area_per_cell: roughly 17 um^2
  – Dominant combinational family: XOR/XNOR gates
  – Yosys cell count: roughly 40
  – YS chip area: 696 um^2
  – Mux share: 0
  – Seq share, synth: 0.799
  – Synth Register Bits: 19
  – Synthesized instance count: 41
  – Fa+ha+maj area frac: 0
  – Synth Area in Compound Gates: 0.0396
  – Synth Area in Simple Gates: 0.0504
  – Synthesized area: between 600 and 700 um^2
  – Yosys xor share: 0.101
  – Ys Warns: 8

Route
  – Vias: 452
  – Final ANT Viol Nets: 0
  – Antenna diode count: 0
  – Met1 WL: 586 um
  – Wire per inst: approximately 13 um
  – Met3 Wirelength: 152 um
  – Initial drt markers: 16
  – Final wirelength: between 1.5 and 2 mm
  – Vias/cell: 3.56
  – TritonRoute pass-1 iters: 4
  – Top sig layer: met4
  – Met2 Wirelength: 874 um
  – Post-route DRC: 0

Finish
  – Area grow syn2layout: 61.7%
  – Layout cells sized above 1: 0.0519
  – Non-filler instance count after layout: between 100 and 150
  – Final Util: 0.273

Clocking
  – Max Buffers Root-to-Sink: 2
  – Num CTS Buffers: 3
  – Post-CTS sizing: 0
  – Setup Fix Bufs, Post-CTS: 0
  – Root buffer cell: clkbuf_8
  – Late-Pin Clk Latency: 250 ps
  – Htree depth: 1
  – Clock Sinks: 19
  – CTS tree: yes
  – Post-cts hold buffer count: 0
  – CTS clock-pin slew for the worst setup and hold paths: 70 ps

Final timing
  – Slew margin rel.: 0.778
  – Setup TNS: 0 ps
  – Unrepaired setup endpoints after global routing: false
  – Worst Max-Slew Pin Slew: about 330 ps
  – Fin crit share: 0.724
  – Worst Skew: 2.18 ps
  – Fin. Hold Viols: 0
  – Fmax achieved: 690 MHz
  – Final min period: 1450 ps
  – Final setup violation count: 0
  – Max Slew Vio Count: 0

Setup path
  – Critical Path AT: between 1000 and 1500 ps
  – Worst Setup SP: RegisterP.data[4]$_DFFE_PP_
  – WP data required: 1600 ps
  – Critical path endpoint category: output pin
  – CP Cell Sequence: clkdlybuf4s50_1
  – Top delay family on crit path: buffers and inverters
  – Critical path class: reg2out
  – R2R Path Start: InformationControllerUnit.state[0]$_DFFE_PN0P_
  – Worst path bufs/invs: 1
  – CP max stage cell: clkdlybuf4s50_1
  – Crit path launch type: register
  – CP Max Fanout: 1
  – Worst R2R Setup Slack: ~960 ps
  – Slowest Stage Delay on Critical Path: 480 ps

Floorplanning
  – Die X: ~86 um
  – Site Rows: 23
  – Fp_density: 0.169
  – # IOs: 41
  – Core footprint: between 4000 and 5000 um^2
  – Die area: around 7400 um^2
  – Die Height: 86 um

Global routing
  – Total GRT Usage: 0.0425
  – Largest net degree at the start of global routing: 12
  – Total global routing overflow: 0
  – Vias in the first global route: 486
  – Initial antenna violation count: 0
  – First-pass GRT wire length: between 2 and 2.5 mm

Place
  – Placer congestion estimate: 0.723
  – Dpl hpwl: 1.39 mm
  – Placed insts: 123
  – PortBufs: 32

Status
  – Status: finished, final reports clean

Run
  – Max_cap viols: 0
  – Log Warnings: 33

Min path
  – Worst min path class: in2async

Power and ir drop
  – Maximum vdd drop: 0.337 mV
  – Pwr dens: 683 nW/um^2
  – Static Leak: 0.000380 uW
-- cell usage after synthesis, drive strengths merged --
master	number	area share
nand4	2	0.018
o31ai	1	0.011
o21ai	3	0.022
xnor2	8	0.10
inv	2	0.011
nor2	2	0.011
edfxtp	16	0.69
nand3	1	0.0072
nand2b	1	0.0090
nand2	1	0.0054
dfrtp	3	0.11
a21oi	1	0.0072
-- routing by layer --
layer / track usage / vias to the layer above
met1: 0.0502 / 212
met3: 0.0191 / 2
met2: 0.0717 / 17
met4: 0.00449 / 0
li1: - / 221
met5: 0 / -
-- stage by stage --
| stage | cell area [um^2] | power, uW | worst slack (ps) | hold WS, ps |
|---|---|---|---|---|
| after floorplan | 696 | 462 | 1030 | 104 |
| after global placement | 1080 | 522 | 436 | 474 |
| after detailed placement | 1080 | 523 | 427 | 515 |
| after CTS | 1120 | 784 | 530 | 333 |
| after global routing | 1120 | 809 | 495 | 348 |
| final | 1120 | 768 | 551 | 340 |
-- worst reg2reg max path: stages, from the launching register on --
cell and delay, ps:
dfrtp_1 400, nand2b_1 160, nor2_1 180
-- power breakdown --
| group | switching (uW) | leakage (uW) | internal, uW |
|---|---|---|---|
| clock | 117 | 0.0000255 | 138 |
| combinational | 21.0 | 0.000173 | 54.0 |
| sequential | 1.73 | 0.000181 | 437 |
| total | 140 | 0.000380 | 629 |
-- registers in the layout, indices dropped and copies added (netlist names) --
name                                 flops
RegisterP.data                           7
RegisterQ.data                           7
InformationControllerUnit.state          3
InformationControllerUnit.writeRegP      1
InformationControllerUnit.writeRegQ      1
-- path summary, 6_finish.rpt --
| check | endpoint | depth (start not counted) |
|---|---|---|
| worst min-delay path | InformationControllerUnit.state[1]$_DFFE_PN0P_ | 1 |
| worst min register to register | InformationControllerUnit.state[0]$_DFFE_PN0P_ | 1 |
| worst max register to register | InformationControllerUnit.writeRegQ$_DFFE_PP_ | 2 |
| max in group asynchronous | InformationControllerUnit.state[0]$_DFFE_PN0P_ | 1 |
| worst max-delay path | dataP[4] | 1 |
| min in group clk0 | InformationControllerUnit.state[0]$_DFFE_PN0P_ | 1 |
-- kinds of logic after synthesis --
kind of cell              count (synthesis)
AOI/OAI and AO/OA                         5
DFF                                      19
buffers and inverters                     2
and+or+nand+nor                           7
xor gates and xnor gates                  8
-- final cells by class --
cell class	instances	area (um^2)
Clock inverter	1	5.00
Sequential cell	19	556
Tap cell	50	62.6
Fill cell	414	2990
Clock buffer	3	41.3
Inverter	2	7.51
Multi-Input combinational cell	20	133
Timing Repair Buffer	32	320
-- placed cells by master (no fill, tap or decap), types with 2 or more instances in the layout --
cell and count:
nor2_1 2, edfxtp_1 16, dfrtp_1 3, clkbuf_8 3
inv_1 2, xnor2_1 8, nand4_1 2, o21ai_0 2
clkdlybuf4s50_1 32
No activity file was given, so power comes from the tool's default toggle rates.
