<file path="flow/design.v">
`timescale 1ns / 1ps
`default_nettype none
module NervousShockDetector(
        clock,
        inputdata,
	 	nervousAbnormality);
input clock;
input inputdata;
output [1:0] nervousAbnormality;
reg [1:0] nervousAbnormality;
	parameter S0 = 5'b00000, 
		S1 =  5'b00001,  
		S2 =  5'b00010,  
		S3 =  5'b00011,  
		S4 =  5'b00100,  
		S5 =  5'b00101,  
		S6 =  5'b00110,  
		S7 =  5'b00111,  
		S8 =  5'b01000,  
		S9 =  5'b01001,  
		S10 = 5'b01010,  
		S11 = 5'b01011,  
		S12 = 5'b01100,  
		S13 = 5'b01101,  
		S14 = 5'b01110,  
		S15 = 5'b01111,  
		S16 = 5'b10000,  
		S17 = 5'b10001,  
		S18 = 5'b10010,  
		S19 = 5'b10011,  
		S20 = 5'b10100;  
		reg [4:0] state = S0; 
	always @ (posedge clock)begin
		case(state)
			S0:
				if (~inputdata) state = S0; else state = S1;
			S1:
				if (~inputdata) state = S2; else state = S1;
			S2:
				if (~inputdata) state = S14; else state = S3;
			S3:
				if (~inputdata) state = S4; else state = S1;
			S4:
				if (~inputdata) state = S14; else state = S5;
			S5:
				if (~inputdata) state = S6; else state = S1;
			S6:
				if (~inputdata) state = S14; else state = S7;
			S7:
				if (~inputdata) state = S8; else state = S9;
			S8:
				if (~inputdata) state = S14; else state = S10;
			S9:
				if (~inputdata) state = S2; else state = S11;
			S10:
				if (~inputdata) state = S12; else state = S9;
			S11:
				if (~inputdata) state = S13; else state = S1;
			S12:
				if (~inputdata) state = S14; else state = S10;
			S13:
				if (~inputdata) state = S14; else state = S3;
			S14:
				if (~inputdata) state = S0; else state = S15;
			S15:
				if (~inputdata) state = S16; else state = S1;
			S16:
				if (~inputdata) state = S17; else state = S3;
			S17:
				if (~inputdata) state = S0; else state = S18;
			S18:
				if (~inputdata) state = S19; else state = S1;
			S19:
				if (~inputdata) state = S20; else state = S13;
			S20:
				if (~inputdata) state = S0; else state = S18;
		endcase
	end
	always @ (posedge clock)begin
		case (state)
			S12: begin
				nervousAbnormality = 2'b11;
				$monitor ("-------------------------\nstate :  S%d\noutput:  \"%b\" (\"1010101010\" founded!)", state, nervousAbnormality);
			end
			S13: begin
				nervousAbnormality = 2'b10;
				$monitor ("-------------------------\nstate :  S%d\noutput:  \"%b\" (\"1010101110\" founded!)", state, nervousAbnormality);
			end
			S20: begin
				nervousAbnormality = 2'b01;
				$monitor ("-------------------------\nstate :  S%d\noutput:  \"%b\" (\"100100100\" founded!)", state, nervousAbnormality);
			end
			default: begin
				nervousAbnormality = 2'b00;
				$monitor ("-------------------------\nstate :  S%d\noutput:  \"%b\"", state, nervousAbnormality);
			end
		endcase
	end
endmodule
</file>
<file path="flow/run.sh">
#!/bin/bash
# OpenROAD 26Q1-2900-gdf79404cd8, Yosys 0.63+post, stock flow scripts
make -C /OpenROAD-flow-scripts/flow DESIGN_CONFIG=/design/flow/config.mk WORK_HOME=/design/flow/orfs finish
</file>
<file path="flow/config.mk">
export PLATFORM = sky130hd
export DESIGN_NAME = NervousShockDetector
export DESIGN_NICKNAME = NervousShockDetector
export VERILOG_FILES = /design/flow/design.v
export SDC_FILE = /design/flow/constraint.sdc
export NUM_CORES = 4
export LEC_CHECK = 1
export CORE_AREA = 10 10 70 70
export DIE_AREA = 0 0 80 80
</file>
<file path="flow/constraint.sdc">
current_design NervousShockDetector

set clk_period 3.0
set clk_io_pct 0.2

create_clock -name clk0 -period $clk_period [get_ports {clock}]

set non_clock_inputs [all_inputs -no_clocks]
set_input_delay [expr $clk_period * $clk_io_pct] -clock clk0 $non_clock_inputs
set_output_delay [expr $clk_period * $clk_io_pct] -clock clk0 [all_outputs]
</file>
==> GITHUB_STEP_SUMMARY <==
## Implementation flow summary

| Metric | Value |
|---|---|
| Adder and majority gate portion of the synthesized area | 0% |
| Max_cap viols | 0 |
| Reg clk slew, reported paths | around 0.05 ns |
| Synth top area cells | edfxtp_1 (28%), dfxtp_1 (7.4%), o21ai_0 (6.5%) |
| GP Congestion | around 0.80 |
| XORs/XNORs by Area | 1.617% |
| Layout cells sized above 1 | a little under a tenth |
| Vias in the first global route | between 400 and 500 |
| WP data arrival | roughly 2.0 ns |
| Hold path startpoint | state[0] |
| Number of synthesized flops with an enable pin | 5 |
| Antenna violations before repair | 0 |
| Total Neg Setup Slack | 0 ns |
| Cell Chain, Critical Path | clkdlybuf4s50_1, nor2b_1, a21o_1, a221oi_2, o22ai_1 |
| TritonCTS clock tree | built |
| Slowest-stage cell, CP | clkdlybuf4s50_1 |
| Synth Area in Simple Gates | 19.17% |
| IO Pins | 4 |
| Cell at the root of the clock tree | clkbuf_4 |
| Worst vdd ir | around 0.00025 V |
| Max stage delay on crit path | between 0.5 and 0.6 ns |
| R2R Setup Slk | 1.29 ns |
| HP Class | reg -> reg |
| Die X | approximately 80 um |
| Leading area contributor after synthesis | edfxtp_1 |
| Placed cell areas | a little under 600 sq um |
| Pwr/cell area | 1055 nW/um^2 |
| Final design utilization | 17.99% |
| Synth Cell Area | ~540 sq um |
| Worst slew margin | roughly 57% |
| Routed length per placed instance | about 9.7 um |
| Setup Skew | around 0.0066 ns |
| Clock sink count | 7 |
| Worst setup EP type | flop |
| Synth Register Bits | 7 |
| GRT Residual Overflow | 0 |
| YS chip area | about 540 sq um |
| Drt drc | 0 |
| Area share, top type | between 20 and 30% |
| Post-synth ARST share | 0% |
| Mean Syn Cell Area | 8.465 sq um |
| Core Area | 3416 sq um |
| Clk latency late pin | ~0.25 ns |
| Final setup fails | 0 |
| Final WS setup | just over 1 ns |
| First-pass GRT wire length | around 1900 um |
| Buffers on Ports | 3 |
| Slew Limit Fails | 0 |
| Final Critical Period | 1.982 ns |
| Clk buf depth | 2 |
| Vias per Instance | 4.270 |
| Detail Route Antenna Nets | 0 |
| R2r endpoint | state[2] |
| CTS resizes | 0 |
| Top non-seq family | AND-OR/OR-AND gates |
| Postcts setup bufs | 0 |
| Worst EP required | 2.98 ns |
| TritonRoute pass-1 iters | 4 |
| Netlist cell types | 29 |
| Final hold violation count | 0 |
| CP max FO | 11 |
| Worst Setup Start Kind | primary input |
| DRT iter0 DRCs | ~41 |
| RSZ-0062 raised after global routing | no |
| Yosys cell count | 64 |
| Area grow syn2layout | 13.39% |
| Post-route cell area | 614.3 sq um |
| Lkg Pwr | just over 0.2 nW |
| Critical path class | in -> reg |
| Ys Warns | 5 |
| DP HPWL | 786.2 um |
| Log Warnings | 25 |
| Max Freq | approximately 0.5 GHz |
| Ant diodes | 0 |
| Pre-Place Util | 15.86% |
| # rows | 21 |
| Dpl cells | between 100 and 150 |
| Depth of the most critical reg-to-reg path | 2 |
| DRT Wirelength | 1079 um |
| Commonest flop | edfxtp_1 |
| Post-synthesis sequential area ratio | 35.10% |
| Setup WS pre-CTS | around 0.76 ns |
| GR Util All Layers | roughly 3.6% |
| Pin count of the biggest net entering global routing | 17 |
| Hold Buf Count CTS | 0 |
| Worst Tran Pin Value | ~0.64 ns |
| Aoi share | between 30% and 40% |
| R2r startpoint | state[0] |
| Synthesized instance count | roughly 64 |
| DR vias | 474 |
| Period utilisation layout | between 60% and 70% |
| Vert. Die Dim | around 80 um |
| Die area | ~6400 sq um |
| Mux area share | 0% |
| CTS Buf Count | 3 |
| Fin cells | 111 |
| Worst hold stages | 1 |
| H-tree Lvls | 1 |
| Status | finished, final reports clean |
| Hold endpoint | nervousAbnormality[0] |
[cell families after synthesis]
group / Yosys count
AND/OR/NAND/NOR: 20
XOR/XNOR: 1
AND-OR/OR-AND: 27
buffers and inverters: 9
flip-flops: 7
[layout make-up]
cell class | instances | area [sq um]
clock buffers | 4 | 26.28
fillers | 399 | 2801
inverters | 3 | 11.26
multi-input cells | 48 | 299.0
flip-flops and latches | 7 | 190.2
well taps | 46 | 57.56
repair buffers | 3 | 30.03
[critical path: cells and delay by family]
kind	cells	cell delay, ns
compound gates	3	0.56
simple gates	1	0.23
buf+inv	1	0.57
[through the flow]
step | hold slack (ns) | power (mW)
6_report | 0.7555 | 0.6479
5_1_grt | 0.8291 | 0.7196
4_1_cts | 0.7509 | 0.6517
3_5_place_dp | 0.7516 | 0.5655
3_3_place_gp | 0.7533 | 0.5601
2_1_floorplan | 0.5816 | 0.5151
[Yosys cell counts, drive strengths merged (2+ instances only)]
library cell and n:
dfxtp 2, nor2b 3, edfxtp 5, inv 3, nand2b 2, nor3b 2, o21ai 7, o32ai 2
a21oi 5, o21a 2, a21o 3, nand2 4, o221ai 2, nor2 5, buf 6
[sequential cells by signal, summed over array words and instances (netlist names)]
| name | flops |
|---|---|
| state | 5 |
| nervousAbnormality | 2 |
[worst max-delay path by stage]
stage	start	to	cells past startpoint	slack (ns)
6_report	inputdata	state[1]	5	1.02
5_1_grt	inputdata	state[1]	5	0.90
4_1_cts	inputdata	state[1]	5	1.03
[power breakdown]
part | switching, mW | total (mW) | internal (mW)
clock network | 0.0306 | 0.0811 | 0.0505
logic | 0.132 | 0.283 | 0.151
registers | 0.113 | 0.284 | 0.171
total | 0.275 | 0.648 | 0.373
[cell usage in the layout (no fill, tap or decap), drive strengths merged, types with 2 or more instances in the layout]
master and count:
edfxtp 5, o32ai 2, inv 3, nor2b 3
o21ai 7, clkdlybuf4s50 3, a21oi 5, o21a 2
o221ai 2, nor3b 2, nand2b 2, nor2 5
nand2 4, a21o 3, clkbuf 4, dfxtp 2
[metal layers]
metal  wire length, um  vias up  global-route usage (%)
met1               483      216                   4.688
li1                  -      242                       -
met3                55        2                   1.136
met4                21        0                  0.8803
met2               519       14                   5.538
met5                 0        -                       0
No activity file was given, so power comes from the tool's default toggle rates.
